==> design.v <==
module registerFile(
	input [63:0] WriteData,
	input [4:0] rs1,
	input [4:0] rs2,
	input [4:0] rd,
	output reg [63:0] readData1,
	output reg [63:0] readData2,
	input clk, reset, RegWrite
);
reg [63:0] Registers [31:0];
initial
begin
Registers[0] = 0;
Registers[1] = 0;
Registers[2] = 0;
Registers[3] = 0;
Registers[4] = 0;
Registers[5] = 0;
Registers[6] = 0;
Registers[7] = 0;
Registers[8] = 0;
Registers[9] = 0;
Registers[10] = 0;
Registers[11] = 4;
Registers[12] = 0;
Registers[13] = 0;
Registers[14] = 0;
Registers[15] = 0;
Registers[16] = 0;
Registers[17] = 0;
Registers[18] = 0;
Registers[19] = 0;
Registers[20] = 0;
Registers[21] = 0;
Registers[22] = 0;
Registers[23] = 0;
Registers[24] = 0;
Registers[25] = 0;
Registers[26] = 0;
Registers[27] = 0;
Registers[28] = 0;
Registers[29] = 0;
Registers[30] = 0;
Registers[31] = 0;
end
always @ (clk)
begin
	if (RegWrite) 
		Registers[rd] = WriteData;
end
always@(negedge clk)
begin
	if (reset) 
		begin
			readData1 = 0;
			readData2 = 0;
		end
	else
		begin
			readData1 = Registers[rs1];
			readData2 = Registers[rs2];
		end
end
endmodule
==> run.sh <==
#!/bin/bash
# OpenROAD 26Q1-2900-gdf79404cd8, Yosys 0.63+post, stock flow scripts
make -C /OpenROAD-flow-scripts/flow DESIGN_CONFIG=/design/flow/config.mk WORK_HOME=/design/flow/orfs finish
==> config.mk <==
export PLATFORM = sky130hd
export DESIGN_NAME = registerFile
export DESIGN_NICKNAME = registerFile
export VERILOG_FILES = /design/flow/design.v
export SDC_FILE = /design/flow/constraint.sdc
export NUM_CORES = 4
export LEC_CHECK = 1
export CORE_UTILIZATION = 40
==> constraint.sdc <==
current_design registerFile

set clk_period 11.0
set clk_io_pct 0.2

create_clock -name clk0 -period $clk_period [get_ports {clk}]

set non_clock_inputs [all_inputs -no_clocks]
set_input_delay [expr $clk_period * $clk_io_pct] -clock clk0 $non_clock_inputs
set_output_delay [expr $clk_period * $clk_io_pct] -clock clk0 [all_outputs]
==> run_results.csv <==
group,metric,value,unit
outcome,status,"complete, no violations",
power_and_ir_drop,p_per_area,50.29,nW/µm²
power_and_ir_drop,power_leakage,31.27,nW
grt,grt.busiest_layer,"met2",
yosys,ys_warn_count,2,
power_and_ir_drop,total_power,0.003665,W
placement,hpwl,255500,µm
setup_path,crit_fanout,49,
die,coreArea,158900,µm²
power_and_ir_drop,switching_share,0.4860,
power_and_ir_drop,p_sw,0.001781,W
clocking,cts_tree,"yes",
detailed_routing,postRouteAntennaNets,0,
clocking,cts_resized,0,
flow_run,drv_cap,0,
detailed_routing,wire_per_inst,43.99,µm
detailed_routing,vias,76240,
die,rows,146,
cells_and_area,syn_to_final_growth,13.51,%
grt,grt_max_degree,99,
final_timing,hold_violations,0,
die,ios,210,
clocking,path_clk_slew,0.04,ns
clocking,postCtsSetupRepairBufs,0,
yosys,syn_inst,7500,
yosys,largest_area_cell,"dlxtn_1",
final_timing,worstMarginPinSlew,1.045,ns
detailed_routing,dr.pass1.iters,9,
clocking,cts-htree-levels,4,
yosys,synth-async-reset-ratio,0,
grt,grt_pass1_vias,72580,
power_and_ir_drop,seqPwrFrac,0.355,
yosys,ys.flops,2176,
power_and_ir_drop,internal-power,0.001884,W
setup_path,worstSetupPathType,"input port to flip-flop",
detailed_routing,routed_wl,431600,µm
flow_run,warnings,153,
grt,antenna_found_initial,69,
yosys,yosys_area,64200,µm²
final_timing,worst_slew_margin_rel,0.3031,
final_timing,setup_viol,0,
clocking,postCtsHoldBufs,0,
final_timing,layout_setup_ws,0.6231,ns
yosys,ys_types,67,
die,fp_util,0.4040,
yosys,edf_count,0,
detailed_routing,dr.first_iter.drc_count,12000,
placement,dp.cells,9564,
setup_path,cp.required,6.05,ns
clocking,cts_made_buffers,17,
yosys,synthesis.area,64200,µm²
final_timing,unclocked_pins,2048,
final_timing,slew_violations,0,
final_timing,hold_slack,7.712,ns
grt,use_met2,0.6765,
grt,grtUsageTotal,0.5385,
setup_path,arrival,5.43,ns
power_and_ir_drop,peakVddDrop,0.1847,mV
yosys,yosys_cells,7500,
power_and_ir_drop,power_frac_comb,0.382,
die,dieArea,162100,µm²
final_timing,setup_tns,0,ns
cells_and_area,fin_cells,9812,
grt,overflow,0,
final_timing,rsz0062_at_grt,"false",
die,chipWidth,402.6,µm
detailed_routing,via_per_inst,7.770,
grt,grt.met3_usage,0.3955,
cells_and_area,drive_above_1_share,0.09123,
yosys,synth_top_flop_cell,"dlxtn_1",
setup_path,cp-start-kind,"input port",
yosys,avgSynthCellArea,8.561,µm²
clocking,cts-root-buf,"clkbuf_16",
placement,dpl_worst_slack,0.2013,ns
grt,met1_usage,0.6221,
grt,grt_pass1_wl,582600,µm
detailed_routing,drc_errors,0,
hold_path,hp-class,"input port to flip-flop",
final_timing,untimed_endpoints,2048,
placement,gp_congestion,1.099,
power_and_ir_drop,p_clk_frac,0.262,
yosys,topCellsByArea,"dlxtn_1, nand3_1, a22oi_1, nand4_1, dfxtp_1",
setup_path,end_kind,"flip-flop",
yosys,top_cell_area_share,0.4782,
die,die_h,402.6,µm
placement,port_buffers,209,
clocking,clock_path_buffers,2,
## registers in the layout, indices dropped and copies added (netlist names)
name / count
readData2: 64
Registers: 2048
readData1: 64
## final cells by class
type,instances,area (µm²)
antenna,89,222.7
multi-input combinational,4574,28160
sequential,2176,33310
inverter,7,26.28
timing repair buffer,734,7501
fill,15250,86050
clock inverter,143,641.9
clock buffer,17,425.4
tap,2072,2592
## worst paths after layout
check	cells past startpoint	start	slack, ns	end
worst max-delay path	9	rs1[3]	0.62	readData1[25]
worst min-delay path	2	reset	7.71	readData1[60]
## worst max-delay path, cell delays in order
cell and delay, ns:
clkdlybuf4s50_1 0.90, nor2b_4 0.53, buf_12 0.33, and2_2 0.23, buf_4 0.43, a22o_1 0.24, nor3_1 0.05, a311oi_1 0.29
buf_4 0.16
## power groups by stage
stage | Clock [W] | Sequential [W] | Combinational [W]
final | 0.000961 | 0.00130 | 0.00140
after global routing | 0.00101 | 0.00134 | 0.00138
after CTS | 0.000982 | 0.00129 | 0.00130
## per-layer routing
metal  vias to the layer above  routed length (µm)
li1                      28720                   -
met1                     35750              142000
met2                      8766              161900
met3                      2948               84760
met4                        63               42030
met5                         -                 900
## synth_stat cells, types with 8 or more instances
cell type	instances
a221oi_1	9
nand2_1	47
o31a_1	52
clkbuf_1	347
o21ai_0	11
inv_1	8
mux2i_1	9
buf_1	71
a21oi_1	65
nand4_1	603
buf_4	11
or4_1	37
a22o_1	116
a31oi_1	14
nor4_1	80
a222oi_1	14
mux2_2	11
nand3_1	1966
nor2b_1	13
nor3_1	60
a32oi_1	10
and2_1	47
a2111oi_0	80
a22oi_1	648
and3_1	250
nor2_1	204
buf_2	299
and4_1	65
buf_6	14
dfxtp_1	128
dlxtn_1	2048
a311oi_1	65
o21bai_1	11
## cells in the final DEF (no fill, tap or decap), types with 116 or more instances in the layout
cell type	count
inv_1	138
dfxtp_1	128
a22oi_1	648
nor2_1	188
buf_4	405
nand4_1	603
buf_12	120
nand3_1	1966
a22o_1	116
dlxtn_1	2048
and3_1	247
clkdlybuf4s50_1	201
## through the flow
stage,instance area [µm²],utilization
floorplan,64200,-
global placement,71590,0.4505
detailed placement,71590,0.4505
CTS,72650,0.4572
global route,72690,0.4574
finish,72880,0.4586
## kinds of logic (layout without fill, tap and decap cells)
kind of cell,after synthesis,after routing,synth area share
mux,20,20,0.003332
compound gates,1125,1125,0.1358
buf+inv,750,901,0.05195
simple gates,3429,3429,0.2900
other cells,0,89,0
latches,2048,2048,0.4782
flops,128,128,0.03991
No activity file was given, so power comes from the tool's default toggle rates.
