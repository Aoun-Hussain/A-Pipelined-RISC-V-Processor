==> design/flow/design.v <==
module Instruction_Memory(
	input [63:0] Inst_Address,
	output reg [31:0] instruction
);
reg [7:0] Instructions [159:0];
reg [7:0] i1;
reg [7:0] i2;
reg [7:0] i3;
reg [7:0] i4;
initial
begin
	Instructions[0] = 8'h93;
	Instructions[1] = 8'h05;
	Instructions[2] = 8'h40;
	Instructions[3] = 8'h00;
	Instructions[4] = 8'h13;
	Instructions[5] = 8'h03;
	Instructions[6] = 8'h00;
	Instructions[7] = 8'h00;
	Instructions[8] = 8'h93;
	Instructions[9] = 8'h03;
	Instructions[10] = 8'h00;
	Instructions[11] = 8'h00;
	Instructions[12] = 8'h93;
	Instructions[13] = 8'h02;
	Instructions[14] = 8'h00;
	Instructions[15] = 8'h00;
	Instructions[16] = 8'h63;
	Instructions[17] = 8'h08;
	Instructions[18] = 8'hb3;
	Instructions[19] = 8'h08;
	Instructions[20] = 8'h93;
	Instructions[21] = 8'h0a;
	Instructions[22] = 8'h00;
	Instructions[23] = 8'h00;
	Instructions[24] = 8'hb3;
	Instructions[25] = 8'h8a;
	Instructions[26] = 8'h6a;
	Instructions[27] = 8'h00;
	Instructions[28] = 8'hb3;
	Instructions[29] = 8'h8a;
	Instructions[30] = 8'h6a;
	Instructions[31] = 8'h00;
	Instructions[32] = 8'hb3;
	Instructions[33] = 8'h8a;
	Instructions[34] = 8'h6a;
	Instructions[35] = 8'h00;
	Instructions[36] = 8'hb3;
	Instructions[37] = 8'h8a;
	Instructions[38] = 8'h6a;
	Instructions[39] = 8'h00;
	Instructions[40] = 8'hb3;
	Instructions[41] = 8'h8a;
	Instructions[42] = 8'h6a;
	Instructions[43] = 8'h00;
	Instructions[44] = 8'hb3;
	Instructions[45] = 8'h8a;
	Instructions[46] = 8'h6a;
	Instructions[47] = 8'h00;
	Instructions[48] = 8'hb3;
	Instructions[49] = 8'h8a;
	Instructions[50] = 8'h6a;
	Instructions[51] = 8'h00;
	Instructions[52] = 8'hb3;
	Instructions[53] = 8'h8a;
	Instructions[54] = 8'h6a;
	Instructions[55] = 8'h00;
	Instructions[56] = 8'h13;
	Instructions[57] = 8'h03;
	Instructions[58] = 8'h13;
	Instructions[59] = 8'h00;
	Instructions[60] = 8'h93;
	Instructions[61] = 8'h03;
	Instructions[62] = 8'h00;
	Instructions[63] = 8'h00;
	Instructions[64] = 8'h93;
	Instructions[65] = 8'h03;
	Instructions[66] = 8'h03;
	Instructions[67] = 8'h00;
	Instructions[68] = 8'he3;
	Instructions[69] = 8'h86;
	Instructions[70] = 8'hb3;
	Instructions[71] = 8'hfc;
	Instructions[72] = 8'h33;
	Instructions[73] = 8'h0b;
	Instructions[74] = 8'h7b;
	Instructions[75] = 8'h00;
	Instructions[76] = 8'h33;
	Instructions[77] = 8'h0b;
	Instructions[78] = 8'h7b;
	Instructions[79] = 8'h00;
	Instructions[80] = 8'h33;
	Instructions[81] = 8'h0b;
	Instructions[82] = 8'h7b;
	Instructions[83] = 8'h00;
	Instructions[84] = 8'h33;
	Instructions[85] = 8'h0b;
	Instructions[86] = 8'h7b;
	Instructions[87] = 8'h00;
	Instructions[88] = 8'h33;
	Instructions[89] = 8'h0b;
	Instructions[90] = 8'h7b;
	Instructions[91] = 8'h00;
	Instructions[92] = 8'h33;
	Instructions[93] = 8'h0b;
	Instructions[94] = 8'h7b;
	Instructions[95] = 8'h00;
	Instructions[96] = 8'h33;
	Instructions[97] = 8'h0b;
	Instructions[98] = 8'h7b;
	Instructions[99] = 8'h00;
	Instructions[100] = 8'h33;
	Instructions[101] = 8'h0b;
	Instructions[102] = 8'h7b;
	Instructions[103] = 8'h00;
	Instructions[104] = 8'h93;
	Instructions[105] = 8'h83;
	Instructions[106] = 8'h13;
	Instructions[107] = 8'h00;
	Instructions[108] = 8'h33;
	Instructions[109] = 8'h87;
	Instructions[110] = 8'h5a;
	Instructions[111] = 8'h00;
	Instructions[112] = 8'hb3;
	Instructions[113] = 8'h07;
	Instructions[114] = 8'h5b;
	Instructions[115] = 8'h00;
	Instructions[116] = 8'h13;
	Instructions[117] = 8'h0b;
	Instructions[118] = 8'h00;
	Instructions[119] = 8'h00;
	Instructions[120] = 8'h03;
	Instructions[121] = 8'h38;
	Instructions[122] = 8'h07;
	Instructions[123] = 8'h00;
	Instructions[124] = 8'h83;
	Instructions[125] = 8'hb8;
	Instructions[126] = 8'h07;
	Instructions[127] = 8'h00;
	Instructions[128] = 8'he3;
	Instructions[129] = 8'h02;
	Instructions[130] = 8'h18;
	Instructions[131] = 8'hfd;
	Instructions[132] = 8'he3;
	Instructions[133] = 8'h40;
	Instructions[134] = 8'h18;
	Instructions[135] = 8'hfd;
	Instructions[136] = 8'h33;
	Instructions[137] = 8'h09;
	Instructions[138] = 8'h00;
	Instructions[139] = 8'h01;
	Instructions[140] = 8'h33;
	Instructions[141] = 8'h08;
	Instructions[142] = 8'h10;
	Instructions[143] = 8'h01;
	Instructions[144] = 8'h23;
	Instructions[145] = 8'h30;
	Instructions[146] = 8'h07;
	Instructions[147] = 8'h01;
	Instructions[148] = 8'hb3;
	Instructions[149] = 8'h08;
	Instructions[150] = 8'h20;
	Instructions[151] = 8'h01;
	Instructions[152] = 8'h23;
	Instructions[153] = 8'hb0;
	Instructions[154] = 8'h17;
	Instructions[155] = 8'h01;
	Instructions[156] = 8'he3;
	Instructions[157] = 8'h04;
	Instructions[158] = 8'h00;
	Instructions[159] = 8'hfa;
end
always @ (Inst_Address)
begin
	i1 = Instructions[Inst_Address];
	i2 = Instructions[Inst_Address + 1];
	i3 = Instructions[Inst_Address + 2];
	i4 = Instructions[Inst_Address + 3];
	instruction = {i4, i3, i2, i1};
end
endmodule
==> design/flow/run.sh <==
#!/bin/bash
# OpenROAD 26Q1-2900-gdf79404cd8, Yosys 0.63+post, stock flow scripts
make -C /OpenROAD-flow-scripts/flow DESIGN_CONFIG=/design/flow/config.mk WORK_HOME=/design/flow/orfs finish
==> design/flow/config.mk <==
export PLATFORM = sky130hd
export DESIGN_NAME = Instruction_Memory
export DESIGN_NICKNAME = Instruction_Memory
export VERILOG_FILES = /design/flow/design.v
export SDC_FILE = /design/flow/constraint.sdc
export NUM_CORES = 4
export LEC_CHECK = 1
export CORE_UTILIZATION = 30
==> design/flow/constraint.sdc <==
current_design Instruction_Memory

set clk_period 8.2
set clk_io_pct 0.2

create_clock -name clk0 -period $clk_period

set non_clock_inputs [all_inputs -no_clocks]
set_input_delay [expr $clk_period * $clk_io_pct] -clock clk0 $non_clock_inputs
set_output_delay [expr $clk_period * $clk_io_pct] -clock clk0 [all_outputs]
==> run summary <==
Via density -> 6.71
Vias in the first global route -> 6,324
I/O pin count -> 96
Fp_density -> 0.307
Crit path arrival time -> 5.95 ns
Sw power -> 0.000285 W
IO Port Bufs -> 40
Simple share -> 0.239
FF+latch count -> 0
Mean area per synthesized cell -> 6.25 um^2
P per Cell Area -> 78.2 nW/um^2
Pleak -> 1.90 nW
Final TNS setup -> 0 ns
Fillers -> 1,972
Final Hold Viols -> 0
Mux area share -> 0.0534
Fin util -> 0.331
Maximum vdd ir drop -> 0.0336 mV
Share of layout cells above drive strength 1 -> 0.0852
Tool Warnings -> 104
Setup Fix Bufs, Post-CTS -> 0
Final setup violating endpoints -> 0
Switching Share -> 0.612
Post-route ant nets -> 0
Cts repair resizes -> 0
Vias -> 7,202
Largest net degree at the start of global routing -> 57
Xor/xnor share -> 0.0581
DRT iter0 DRCs -> 1,434
Drt wl/cell -> 20.5 um
Reg power frac -> 0
Pint -> 0.000181 W
Synth Seq Share -> 0
Clock share of power -> 0
Hold Path Class -> primary input to output pin
Fin crit period -> 7.59 ns
Crit Path Class -> primary input to output pin
Number of non-filler instances in the completed layout -> 1,074
GRT Overall Usage -> 0.235
Main logic family -> AND-OR/OR-AND gates
# clk buffers -> 0
Remaining DRCs -> 0
# Cells Yosys -> 881
FF/Latch Area -> 0 um^2
Total core area -> 18,000 um^2
Count of cell types in the netlist -> 82
Dpl hpwl -> 14,300 um
CP Max Fanout -> 29
Die X -> 138 um
AO/OA Area Share -> 0.498
GPL Wtd Cong -> 0.978
Cell count after synthesis -> 881
# diodes -> 0
Fmax -> 132 MHz
Yosys warns -> 1
Row cnt -> 49
Chip area -> 18,900 um^2
Mapped Area -> 5510 um^2
Startpoint Class -> primary input
Max-cap violations -> 0
CP required -> 6.56 ns
Slew HR -> 0.360
Total Routed Length -> 22,000 um
Placed Instances -> 1,074
Yosys chip area -> 5510 um^2
Max Transition Viols Final -> 0
P&R area growth vs syn -> 8.06%
First-pass GRT wire length -> 34,900 um
Comb pwr share -> 1.000
Unrepaired setup endpoints after global routing -> no
CP endpoint kind -> output pin
Adder-Cell Fraction of Synth Area -> 0.0454
Worst Tran Pin Value -> 0.956 ns
Post-route clock period utilization -> 0.926
Total grt overflow -> 0
Status -> completed
Initial antenna violation count -> 0
# hold bufs at CTS -> 0
Drt pass-1 iters -> 6
Die height -> 138 um
-- cells in the mapped netlist, types with 10 or more instances --
library cell / n / area [um^2]
a2111oi_0: 11 / 96.3
a211oi_1: 23 / 173
a21oi_1: 76 / 380
a22oi_1: 10 / 75.1
a311oi_1: 16 / 140
a31oi_1: 25 / 156
buf_2: 40 / 200
clkbuf_1: 57 / 214
ha_1: 20 / 250
mux2i_1: 19 / 190
nand2_1: 87 / 327
nand2b_1: 14 / 87.6
nand3_1: 33 / 165
nor2_1: 65 / 244
nor3_1: 22 / 110
o211ai_1: 28 / 210
o21ai_0: 85 / 425
o221ai_1: 12 / 105
o22ai_1: 16 / 100
xnor2_1: 15 / 131
xor2_1: 11 / 96.3
-- final cells by class --
class | instances | area [um^2] | area share
Timing Repair Buffer | 79 | 673 | 0.113
Multi-Input combinational cell | 752 | 4940 | 0.830
Tap cell | 229 | 287 | 0.0481
Inverter | 14 | 52.6 | 0.00883
-- path summary, 6_finish.rpt --
| kind | start | endpoint | slack, ns | cells after the start |
|---|---|---|---|---|
| worst max-delay path | Inst_Address[1] | instruction[15] | 0.61 | 12 |
| worst min-delay path | Inst_Address[0] | instruction[13] | 4.39 | 6 |
-- per-layer routing --
metal | global-route usage | vias to the layer above | part of all wire
met5 | 0 | - | 0
met3 | 0.0574 | 69 | 0.13
met4 | 0.0617 | 0 | 0.027
li1 | - | 3340 | -
met2 | 0.341 | 566 | 0.43
met1 | 0.343 | 3227 | 0.41
-- power groups by stage --
| stage | Clock [W] | Sequential, W | Combinational (W) |
|---|---|---|---|
| after CTS | 0 | 0 | 0.000454 |
| final | 0 | 0 | 0.000466 |
| after global routing | 0 | 0 | 0.000506 |
-- cells in the final DEF, fill, tap and decap left out, types with 8 or more instances in the layout --
cell and n:
nor3_1 22, inv_1 8, nand2_1 87, a211oi_1 23, ha_1 20, nand3_1 33
o21ai_0 85, a311oi_1 16, a31oi_1 25, xor2_1 10, nor2_1 65, a21oi_1 76
clkdlybuf4s50_1 36, xnor2_1 14, o221ai_1 12, a221o_1 8, buf_4 39, o31ai_1 9
mux2i_1 19, o311ai_0 9, a2111oi_0 11, and2_1 8, a221oi_1 8, o22ai_1 16
o211ai_1 28, nor2b_1 8, a22oi_1 10, nand2b_1 14
-- worst max-delay path, stage by stage --
cell and delay, ns:
clkdlybuf4s50_1 0.48, buf_4 0.34, ha_1 0.23, inv_1 0.31, ha_1 0.90, clkinv_1 0.49
nand2_1 0.26, nand2_1 0.10, mux4_2 0.47, o221ai_1 0.18, a31oi_1 0.12, clkdlybuf4s50_1 0.41
-- cell families (layout without fill, tap and decap cells) --
family	Yosys count	in the layout
compound gates	399	399
simple gates	277	277
buf+inv	129	93
xor+xnor	31	31
mux	25	25
fa+ha+maj	20	20
-- through the flow --
stage,total power [W],instance area [um^2],setup slack [ns],hold WS (ns)
after floorplan,0.000312,5510,1.93,3.50
after global placement,0.000453,5950,0.781,4.40
after global routing,0.000506,5950,0.384,4.49
after CTS,0.000454,5950,0.786,4.40
final,0.000466,5950,0.609,4.39
after detailed placement,0.000453,5950,0.788,4.40
Power figures rest on the tool's default switching activity, not on a simulated workload.
